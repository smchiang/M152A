`flow/constraint.sdc`:
```
current_design decimal_conversion

set clk_period 4.6
set clk_io_pct 0.2

create_clock -name clk0 -period $clk_period

set non_clock_inputs [all_inputs -no_clocks]
set_input_delay [expr $clk_period * $clk_io_pct] -clock clk0 $non_clock_inputs
set_output_delay [expr $clk_period * $clk_io_pct] -clock clk0 [all_outputs]
```
`flow/run.sh`:
```
#!/bin/bash
# OpenROAD 26Q1-2900-gdf79404cd8, Yosys 0.63+post, stock flow scripts
make -C /OpenROAD-flow-scripts/flow DESIGN_CONFIG=/design/flow/config.mk WORK_HOME=/design/flow/orfs finish
```
`flow/design.v`:
```
`timescale 1ns / 1ps
module decimal_conversion(
	number,
	lowerDigit,
	upperDigit
	);
	input [7:0] number;
	output wire [3:0] lowerDigit;
	output wire [3:0] upperDigit;
	assign lowerDigit = number % 10;
	assign upperDigit = number / 10;
endmodule
```
`flow/config.mk`:
```
export PLATFORM = sky130hd
export DESIGN_NAME = decimal_conversion
export DESIGN_NICKNAME = decimal_conversion
export VERILOG_FILES = /design/flow/design.v
export SDC_FILE = /design/flow/constraint.sdc
export NUM_CORES = 4
export LEC_CHECK = 1
export CORE_AREA = 10 10 70 70
export DIE_AREA = 0 0 80 80
```
==> impl_metrics.py <==
# Synthesis and PnR figures
metrics = {
    "outcome": {
        "status": "finished, final reports clean",
    },
    "floorplan": {
        "fp-utilization_pct": 27.7,
        "die_x_um": 80,
        "core_sq_um": 3420,
        "die_area_sq_um": 6400,
        "ios": 16,
        "row_count": 21,
        "die-height_um": 80,
    },
    "final_timing": {
        "hold_viol_final": 0,
        "worstMarginPinSlew_ns": 0.419,
        "maxSlewViolCount": 0,
        "fmax_mhz": 221,
        "rsz0062_at_grt": "true",
        "relSlewSlack_pct": 71.8,
        "setup_violations": 0,
        "fin_crit_sh_pct": 98.4,
        "min_period_ns": 4.53,
    },
    "worst_setup_path": {
        "cpLargestDelayFamily": "AND-OR/OR-AND gates",
        "critPathMaxFanout": 5,
        "critPathMaxStageDelay_ns": 0.52,
        "setup.worst_path.end_class": "output pin",
        "arrival_ns": 3.61,
        "cpMaxStageDelayCell": "or4b_4",
        "path_cells": "dlygate4sd2_1 > or4b_4 > nand3_2 > a32oi_4 > buf_4 > o311a_4 > a41oi_4 > a22oi_4 > buf_4 > maj3_2 > o21ai_2 > dlygate4sd2_1",
        "startpoint_type": "primary input",
        "critPathBufInv": 4,
        "crit_required_ns": 3.68,
        "path_class": "primary input to output pin",
    },
    "routing": {
        "drt_iter0_drc": 67,
        "drc": 0,
        "drt_first_pass_iters": 4,
        "diodes": 0,
        "vias_per_cell": 5.25,
        "wl_um": 3250,
        "wire_per_inst_um": 13.5,
        "via_count": 1259,
        "detail-route-antenna-nets": 0,
    },
    "yosys": {
        "syn_area_sq_um": 945,
        "ys_types": 61,
        "yosysMostFrequentCell": "nand2_1",
        "syn_avg_cell_area_sq_um": 6.90,
        "syn_inst": 137,
        "synth_top_cell_by_area": "o21ai_0",
        "synth.top_cells.by_area": "o21ai_0 5.8%, nand2_1 5.6%, mux2i_1 4.2%, nor3_1 3.7%, nor2b_1 3.3%",
        "top_cells_by_count": "14 x nand2_1, 11 x o21ai_0, 8 x nor2_1",
        "yosysWarnings": 0,
        "ys_chip_area_sq_um": 945,
        "postSynthSeqShare_pct": 0,
        "synth_top_area_share_pct": 5.83,
        "ys_cells": 137,
    },
    "grt": {
        "grt_start_max_net_pins": 23,
        "antenna_found_initial": 0,
        "grt_pass1_wl_um": 5530,
        "first_global_vias": 1148,
        "gr-total-overflow": 0,
        "grt_use_total_pct": 9.98,
    },
    "power_and_ir_drop": {
        "ir_drop_uv": 39.7,
        "power.density_nw_per_um2": 146,
        "leakagePower_nw": 0.710,
        "design_power_total_mw": 0.244,
    },
    "layout": {
        "fillCellCount": 305,
        "nClkBuffers": 0,
        "seq_cells": 0,
        "final_cells": 240,
        "area_growth_pct": 76.8,
        "regArea_sq_um": 0,
        "logic_area_sq_um": 1020,
        "drive_gt1_share_pct": 46.9,
    },
    "cts": {
        "cts.hold.buffers_added": 0,
    },
    "run": {
        "warnings": 34,
        "cap_violations": 0,
    },
    "min_path": {
        "worstHoldPathType": "primary input to output pin",
    },
    "placed_design": {
        "gp_congestion": 0.910,
        "dp.cells": 224,
        "hpwl_um": 2280,
        "portBuffers": 16,
    },
}
[cells in the final DEF (no fill, tap or decap), types with 2 or more instances in the layout]
| cell type | netlist | layout |
|---|---|---|
| nor4_1 | 3 | 3 |
| nor2_1 | 8 | 7 |
| buf_6 | 2 | 7 |
| inv_1 | 4 | 3 |
| o211ai_1 | 3 | 3 |
| a21oi_1 | 5 | 4 |
| nand2_1 | 14 | 14 |
| o31ai_1 | 2 | 2 |
| clkdlybuf4s50_1 | 0 | 7 |
| buf_2 | 4 | 2 |
| inv_2 | 1 | 2 |
| a21oi_2 | 1 | 2 |
| nand2b_1 | 4 | 3 |
| o21ai_0 | 11 | 10 |
| buf_4 | 3 | 47 |
| nand4_1 | 2 | 2 |
| nor2_4 | 0 | 2 |
| a211o_1 | 2 | 2 |
| o21a_1 | 4 | 3 |
| mux2i_1 | 4 | 3 |
| nor2b_1 | 5 | 5 |
| a221oi_4 | 1 | 2 |
| nor3_1 | 7 | 7 |
| nand3_2 | 0 | 2 |
| dlygate4sd2_1 | 0 | 5 |
[power by group]
group	switching, mW	internal, mW	total [mW]
clock	0	0	0
combinational	0.107	0.137	0.244
sequential	0	0	0
total	0.107	0.137	0.244
[stage by stage]
stage	TNS [ns]	hold WS, ns	setup WS, ns	instance area (sq um)	util, %
2_1_floorplan	0	1.91	0.290	945	-
3_3_place_gp	-2.40	2.68	-0.546	1370	40.0
3_5_place_dp	-2.69	2.67	-0.611	1370	40.0
4_1_cts	-0.189	2.67	-0.0753	1590	46.4
5_1_grt	-0.0184	2.68	-0.0184	1670	48.9
6_report	0	2.66	0.0715	1670	48.9
[final timing paths]
kind / start / endpoint / cells past startpoint
min: number[0] / lowerDigit[0] / 2
max: number[4] / upperDigit[0] / 12
[area by class of cell]
cell class	count	area share, %
Inverter	5	1.12
Multi-Input combinational cell	119	61.3
Tap cell	46	3.45
Timing Repair Buffer	70	34.2
[what timing repair did]
action | 4_1_cts | 5_1_grt
pin swaps | 20 | 13
setup endpoints to repair | 5 | 5
setup buffers | 12 | 3
gates resized | 37 | 20
gates cloned | 1 | 0
[layer usage]
layer	vias to the layer above	global-route usage [%]	routed length [um]
li1	649	-	-
met1	585	15.6	1630
met2	25	15.2	1470
met3	0	0.682	151
met4	0	0	0
met5	-	0	0
[kinds of logic after synthesis]
logic type | share of synthesized area, %
AND-OR/OR-AND | 45.7
XOR/XNOR | 0.927
adder cells (fa/ha/maj) | 2.52
buffers and inverters | 10.5
multiplexers | 5.43
AND/OR/NAND/NOR | 35.0
