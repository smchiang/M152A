### flow/config.mk
export PLATFORM = sky130hd
export DESIGN_NAME = debouncer
export DESIGN_NICKNAME = debouncer
export VERILOG_FILES = /design/flow/design.v
export SDC_FILE = /design/flow/constraint.sdc
export NUM_CORES = 4
export LEC_CHECK = 1
export CORE_AREA = 10 10 70 70
export DIE_AREA = 0 0 80 80
### flow/constraint.sdc
current_design debouncer

set clk_period 1.0
set clk_io_pct 0.2

create_clock -name clk0 -period $clk_period [get_ports {clock}]

set non_clock_inputs [all_inputs -no_clocks]
set_input_delay [expr $clk_period * $clk_io_pct] -clock clk0 $non_clock_inputs
set_output_delay [expr $clk_period * $clk_io_pct] -clock clk0 [all_outputs]
### flow/design.v
`timescale 1ns / 1ps
module debouncer(
	in,
	clock,
	out
	);
	input [10:0] in;
	input clock;
	output reg [10:0] out;
	always @ (posedge clock)
		out <= in;
endmodule
### flow/run.sh
#!/bin/bash
# OpenROAD 26Q1-2900-gdf79404cd8, Yosys 0.63+post, stock flow scripts
make -C /OpenROAD-flow-scripts/flow DESIGN_CONFIG=/design/flow/config.mk WORK_HOME=/design/flow/orfs finish
==> out/highlights.md <==
• **TritonCTS Sinks** 11
• **average detailed-routed wire length per instance** 9.00 um
• **Largest register FFs** 11
• **register area share after synthesis** 1.00
• **peak supply drop** 516 uV
• **leading cell types in the layout, fill and taps excluded** sky130_fd_sc_hd__clkdlybuf4s50_1 (11), sky130_fd_sc_hd__dfxtp_1 (7), sky130_fd_sc_hd__clkdlybuf4s15_1 (7), sky130_fd_sc_hd__dfxtp_2 (4), sky130_fd_sc_hd__clkbuf_2 (4)
• **post-synth top area share** 1.00
• **final RePlAce weighted congestion** 0.616
• **total DRC errors in the routed layout** 0
• **number of standard cells reported by yosys** 11
• **Warnings, synthesis** 1
• **Tool Warnings** 25
• **Slew Limit Fails** 0
• **CTS Hold Buffers Added** 0
• **placed cell count** 79
• **Buffers & Inverters on Critical Path** 1
• **clock buffers created by TritonCTS** 3
• **synthesized chip area reported by yosys** 220 um2
• **power per cell area** 1680 mW/mm2
• **cell-by-cell trace of the critical path** clkdlybuf4s15_1
• **Critical Path RT** 0.80 ns
• **Max H-tree Level** 1
• **total track usage** 0.0233
• **Die W** 80 um
• **LEAKAGE** 0.000199 uW
• **Multi-input comb cells** 0
• **outcome** finished, final reports clean
• **RSZ-0062 raised after global routing** false
• **Chip Area** 0.00640 mm2
• **Logic area** 0 um2
• **first-pass GRT wire length** 1.07 mm
• **antenna diode count** 0
• **Core Footprint** 0.00342 mm2
• **relative contribution of the clock network to total power** 0.373
• **instance area at placement** 498 um2
• **number of cells produced by synthesis** 11
• **synth top area cells** sky130_fd_sc_hd__dfxtp_1 (100%)
• **post-detailed-route count of antenna-violating nets** 0
• **fraction of the cycle the final worst path needs** 0.949
• **# port buffers** 22
• **max incr delay on CP** 0.31 ns
• **power share of the combinational group** 0.078
• **critical path peak fanout** 1
• **dominant delay contributor by cell family on the critical path** flip-flops
• **DR pass1 iterations** 4
• **ratio of cells with drive above 1 in the final layout** 0.297
• **net switching share of the total power** 0.208
• **element type at the critical path end** output port
• **max_slew headroom** 0.949
• **overall via count from detail_route** 176
• **number of antenna violations at the first check in global routing** 0
• **number of global-route vias before repair** 211
• **vertical die dimension** 80 um
• **final instance area** 509 um2
• **maximum operating frequency** 1050 MHz
• **Biggest register** out
• **Critical Path Source** out[9]
• **most frequent logic cell in the layout** sky130_fd_sc_hd__clkdlybuf4s50_1
• **pin count of the biggest net entering global routing** 7
• **post-synthesis area per instance** 20.0 um2
• **Setup Crit Path Kind** reg -> out
• **Hold Violations, Final** 0
• **number of distinct library cells after synthesis** 1
• **average via count per standard cell** 2.12
• **area overhead of the layout relative to synthesis** 131%
• **Arrival @ worst endpoint** 0.75 ns
• **Synth flops** 11
• **Largest regs** out x11
• **number of cell rows** 21
• **worst hold start** in[7]
• **area of all sequential standard cells** 225 um2
• **post-route minimum period** 0.949 ns
• **layout filler cell count** 393
• **final WL** 747 um
• **cell depth of the worst min-delay path** 1
• **CP Launch Type** register
• **slowest cell on the critical path** sky130_fd_sc_hd__dfxtp_1
• **type of the tightest min-delay check** in -> reg
• **Worst Hold End** out[7]
• **DR iter-0 viols** 2
• **CTS root buf** sky130_fd_sc_hd__clkbuf_4
• **sequential fraction of design power** 0.548
• **transition time at the pin with the least slew margin** 0.0768 ns
• **Non-Filler Instances** 83
• **maxcap violations** 0
• **number of setup violations in the final report** 0
• **Final Util** 0.149
• **leftover overflow at the end of global routing** 0
• **clock tree from TritonCTS** done
• **Power, Total** 853 uW
• **library cell occupying the most area in the post-synthesis netlist** sky130_fd_sc_hd__dfxtp_1
• **I/O pin count** 23
• **floorplan-stage core utilization** 0.0645
• **CTS Buffer Depth** 2
• **netlist area before placement** 220 um2
• **switching power** 178 uW
• **cell internal pwr** 676 uW
• **Setup TNS** 0 ns
• **CTS clk-pin slew, worst paths** 0.08 ns
cell usage after synthesis:
| cell type | count |
|---|---|
| sky130_fd_sc_hd__dfxtp_1 | 11 |
cell families after synthesis:
group | after synthesis | synth area share
DFF | 11 | 1.00
how the worst max path moves through the flow:
stage        end  slack (ns)  cells after the start
4_1_cts   out[1]       0.003                      1
6_report  out[9]        0.05                      1
5_1_grt   out[0]      0.0005                      1
repair_timing:
action	in CTS	in global routing
setup buffers	0	0
gates resized	23	7
setup endpoints to repair	11	5
layer usage:
metal,track usage,vias up,wire (um),part of all wire
met3,0.0239,0,122,0.16
met2,0.0385,13,354,0.47
met5,0,-,0,0
li1,-,84,-,-
met4,0.00176,0,0,0
met1,0.0204,79,270,0.36
area by class of cell:
| type | count | share of cell area |
|---|---|---|
| Sequential cell | 11 | 0.442 |
| Clock buffer | 4 | 0.0516 |
| Tap cell | 46 | 0.113 |
| Timing Repair Buffer | 22 | 0.393 |
metrics by stage:
| stage | setup WS, ns | hold WS [ns] |
|---|---|---|
| floorplan | 0.538 | 0.228 |
| global placement | 0.0284 | 0.651 |
| detailed placement | 0.0259 | 0.652 |
| CTS | 0.00325 | 0.343 |
| global route | 0.000536 | 0.339 |
| finish | 0.0506 | 0.361 |
power groups by stage:
stage         clock, uW  sequential, uW  combinational [uW]
CTS                 360             468                73.3
global route        375             471                72.5
finish              319             468                66.6
Power is estimated from default activity; no workload was simulated.
